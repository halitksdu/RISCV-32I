==> /design/flow/design.v <==
module RegFile(
input clk, WrEn,
input [4:0] RdAdr1, RdAdr2, WrAdr,
input [31:0] WrData,
output [31:0] Read1,
output [31:0] Read2
);
integer i;
reg [31:0] RegMem [0:31];
initial for (i=0 ; i<32 ; i=i+1) RegMem[i]= 32'd0;
always @(posedge clk) begin
  if(WrEn && WrAdr!=5'd0) begin
      RegMem[WrAdr] <= WrData;
  end
end
assign Read1 = RegMem[RdAdr1];
assign Read2 = RegMem[RdAdr2];
endmodule
==> /design/flow/run.sh <==
#!/bin/bash
# OpenROAD 26Q1-2900-gdf79404cd8, Yosys 0.63+post, stock flow scripts
make -C /OpenROAD-flow-scripts/flow DESIGN_CONFIG=/design/flow/config.mk WORK_HOME=/design/flow/orfs finish
==> /design/flow/config.mk <==
export PLATFORM = sky130hd
export DESIGN_NAME = RegFile
export DESIGN_NICKNAME = RegFile
export VERILOG_FILES = /design/flow/design.v
export SDC_FILE = /design/flow/constraint.sdc
export NUM_CORES = 4
export LEC_CHECK = 1
export CORE_UTILIZATION = 40
==> /design/flow/constraint.sdc <==
current_design RegFile

set clk_period 7.5
set clk_io_pct 0.2

create_clock -name clk0 -period $clk_period [get_ports {clk}]

set non_clock_inputs [all_inputs -no_clocks]
set_input_delay [expr $clk_period * $clk_io_pct] -clock clk0 $non_clock_inputs
set_output_delay [expr $clk_period * $clk_io_pct] -clock clk0 [all_outputs]
==> results_slide.txt <==
Synthesis and Place & Route Summary

Outcome
  • Result of the run: complete, no violations

Global route
  • All-layer global routing usage: 26.6%
  • Number of global-route vias before repair: 31712
  • Antenna violations before repair: 4
  • Overflow after GRT: 0
  • First-pass GRT wire length: 218 mm
  • Pin count of the biggest net entering global routing: 88

Logic synthesis
  • Top-area cell type share of the netlist area: 63.1%
  • Synth top cells by count: sky130_fd_sc_hd__edfxtp_1, sky130_fd_sc_hd__mux2i_1, sky130_fd_sc_hd__nand2_1
  • Cells after Synth: 3386
  • Total of warnings raised by yosys: 1
  • Area of the mapped netlist: 48800 sq um
  • Top post-synthesis cells by area: sky130_fd_sc_hd__edfxtp_1, sky130_fd_sc_hd__mux2i_1, sky130_fd_sc_hd__a22oi_1
  • Library cells used by synthesis: 24
  • Largest area contributor in the synthesized netlist: sky130_fd_sc_hd__edfxtp_1
  • Asr flop ratio synth: 0%
  • Number of cell instances after yosys synthesis: 3386
  • Post-synth regs: 1024
  • Synthesis area per yosys: 48800 sq um
  • Per-instance average area after synthesis: 14.4 sq um
  • Flip-flops with a built-in enable: 1024
  • Proportion of synthesized chip area in sequential cells: 63.1%
  • Main flop type: sky130_fd_sc_hd__edfxtp_1

Min path
  • Worst Hold Depth: 2
  • Startpoint of the most critical hold path: WrData[27]
  • Worst hold path type: in2reg
  • Endpoint of the worst hold path: RegMem[10][27]

Setup path
  • Largest delay share family, worst path: buffers and inverters
  • Max incr delay on CP: 0.70 ns
  • Number of buffers and inverters on the critical path: 3
  • Worst path slowest cell: sky130_fd_sc_hd__clkdlybuf4s50_1
  • Worst-path maximum fanout: 34
  • Top cell by count, worst path: sky130_fd_sc_hd__clkdlybuf4s50_1
  • WP data arrival: 4.66 ns
  • Sort of element at the start of the critical path: input port
  • Critical path class: in2out
  • Req. time, crit path: 6.00 ns
  • CP cell instances: clkdlybuf4s50_1, and2_4, buf_4, a22o_1, nor3_1, a31oi_1, nand3_1, clkdlybuf4s50_1
  • CP Capture Type: primary output

Die
  • # rows: 127
  • Fp_density: 40.5%
  • Ports: 113
  • Chip Footprint: 123000 sq um
  • Floorplan Core Area: 120000 sq um
  • Chip Width: 351 microns
  • Die outline height: 351 microns

Timing
  • Max-slew violation count: 0
  • Setup_tns: 0 ns
  • Post-Route Hold Slack: 1.63 ns
  • Worst rel slew slack: 37.6%
  • Fmax: 0.162 GHz
  • Slew at the pin closest to its max-slew limit: 0.934 ns
  • Setup violations, final: 0
  • Time the worst path needs with I/O delays and setup: 6.16 ns
  • Fin worst setup slack: 1.34 ns
  • Number of hold violations in the final report: 0
  • Period utilisation layout: 82.2%
  • Unrepaired setup endpoints after global routing: false

Power
  • Pwr Total: 0.0127 W
  • Reported leakage power: 20.3 nW
  • Maximum VDD drop: 0.217 mV
  • Power density over cell area: 230 nW/um^2

Finish
  • Register containing the most flip-flops in the final layout: RegMem
  • Regs by FF count: RegMem x1024
  • Register area: 30700 sq um
  • FILL cells: 10451
  • Final instance area: 55400 sq um
  • Footprint of the multi-input gates: 16900 sq um
  • Largest register FFs: 1024
  • Share of layout cells above drive strength 1: 9.18%
  • P&R area growth vs syn: 13.6%

Place
  • Worst slack at placement: 1.39 ns
  • Routability Congestion: 0.867
  • DPL Wire Length: 84.9 mm
  • Placed cell areas: 52100 sq um
  • Port Buffer Count: 112

Job
  • Tool warnings: 26
  • Total of max-cap violations: 0

Clock tree
  • Number of buffers inserted for hold repair after clock tree synthesis: 0
  • Cells resized by post-CTS repair: 0
  • Clock slew at the register clock pins of the worst setup and hold paths: 0.06 ns
  • Depth of the CTS H-tree: 3
  • Clock sinks: 1024
  • Clock Tree Root: sky130_fd_sc_hd__clkbuf_16
  • Num CTS Buffers: 105
  • Buffers inserted by post-CTS timing repair: 0
  • Clk buf depth: 3
  • TritonCTS clock tree: done

Drt
  • Detailed Route Iter0 Violations: 2112
  • First-pass iteration count of the detailed router: 7
  • Remaining design rule violation count: 0
  • Via count: 30842
  • Count of antenna-violating nets left after detailed routing: 0
  • Number of vias per cell after detailed routing: 5.91
  • Average detailed-routed wire length per instance: 29.2 microns
  • Total routed wirelength: 152 mm
## worst max path at each step
stage	startpoint	to	slack (ns)	cells after the start
global route	RdAdr2[0]	Read2[18]	1.27	8
CTS	RdAdr2[0]	Read2[16]	1.39	7
finish	RdAdr2[0]	Read2[18]	1.34	8
## power by group
group / leakage [nW] / internal [W] / switching (W) / total (W)
Combinational: 9.43 / 0.000455 / 0.000743 / 0.00120
Clock: 1.62 / 0.00295 / 0.00217 / 0.00512
Sequential: 9.25 / 0.00638 / 0.0000320 / 0.00641
## cells by family after synthesis
| kind of cell | count (synthesis) | synth area share (%) |
|---|---|---|
| multiplexers | 1024 | 21.0 |
| flip-flops | 1024 | 63.1 |
| AND-OR/OR-AND | 576 | 8.05 |
| AND/OR/NAND/NOR | 508 | 4.71 |
| buffers and inverters | 253 | 3.15 |
| other | 1 | 0.00769 |
## final cells by class
type | count | share of cell area (%)
Timing Repair Buffer | 251 | 4.35
Clock buffer | 132 | 5.00
Tap cell | 1612 | 3.64
Sequential cell | 1024 | 55.5
Antenna cell | 1 | 0.00452
Multi-Input combinational cell | 2140 | 30.5
Clock inverter | 59 | 1.02
## cells in the final DEF (no fill, tap or decap), types with 2 or more instances in the layout
master                            instances
sky130_fd_sc_hd__buf_12                  19
sky130_fd_sc_hd__bufinv_16               10
sky130_fd_sc_hd__mux2i_1               1024
sky130_fd_sc_hd__a22oi_1                192
sky130_fd_sc_hd__or3b_2                   3
sky130_fd_sc_hd__clkinv_8                 2
sky130_fd_sc_hd__buf_8                    2
sky130_fd_sc_hd__nor3_1                  64
sky130_fd_sc_hd__edfxtp_1              1024
sky130_fd_sc_hd__buf_4                  120
sky130_fd_sc_hd__clkbuf_16              107
sky130_fd_sc_hd__nand3_1                194
sky130_fd_sc_hd__nand2b_2                 4
sky130_fd_sc_hd__clkbuf_1                25
sky130_fd_sc_hd__clkinv_1                26
sky130_fd_sc_hd__a21oi_1                192
sky130_fd_sc_hd__nand2_1                193
sky130_fd_sc_hd__nor2_4                  33
sky130_fd_sc_hd__nand2_2                  2
sky130_fd_sc_hd__clkinvlp_4               3
sky130_fd_sc_hd__nand3b_1                 5
sky130_fd_sc_hd__inv_6                    2
sky130_fd_sc_hd__a22o_1                 128
sky130_fd_sc_hd__nor2b_4                  4
sky130_fd_sc_hd__clkdlybuf4s50_1        110
sky130_fd_sc_hd__clkinv_2                15
sky130_fd_sc_hd__or2_2                    2
sky130_fd_sc_hd__a31oi_1                 64
sky130_fd_sc_hd__conb_1                  32
sky130_fd_sc_hd__and2_4                   2
## routing by layer
layer  GRT usage, %  share of wire, %  vias up  wire length, microns
li1               -                 -    13639                     -
met1           34.7                37    15241                 55800
met2           39.9                46     1701                 70700
met3           15.1                14      253                 20700
met4           6.93               3.2        8                  4920
met5              0             0.037        -                    56
## through the flow
stage / utilization (%) / std cells
final: 46.0 / 5219
after global placement: 43.2 / 5027
after CTS: 46.0 / 5218
after global routing: 46.0 / 5218
after detailed placement: 43.2 / 5027
after floorplan: - / 3417
Power figures rest on the tool's default switching activity, not on a simulated workload.
