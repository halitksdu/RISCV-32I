### flow/run.sh
#!/bin/bash
# OpenROAD 26Q1-2900-gdf79404cd8, Yosys 0.63+post, stock flow scripts
make -C /OpenROAD-flow-scripts/flow DESIGN_CONFIG=/design/flow/config.mk WORK_HOME=/design/flow/orfs finish
### flow/config.mk
export PLATFORM = sky130hd
export DESIGN_NAME = ControlUnit
export DESIGN_NICKNAME = ControlUnit
export VERILOG_FILES = /design/flow/design.v
export SDC_FILE = /design/flow/constraint.sdc
export NUM_CORES = 4
export LEC_CHECK = 1
export CORE_AREA = 10 10 89 89
export DIE_AREA = 0 0 99 99
### flow/constraint.sdc
current_design ControlUnit

set clk_period 2.0
set clk_io_pct 0.2

create_clock -name clk0 -period $clk_period

set non_clock_inputs [all_inputs -no_clocks]
set_input_delay [expr $clk_period * $clk_io_pct] -clock clk0 $non_clock_inputs
set_output_delay [expr $clk_period * $clk_io_pct] -clock clk0 [all_outputs]
### flow/design.v
module ControlUnit(
  input [6:0] op,
  input [2:0] funct3,
  input funct7, Zero,
  output PCSrc,
  output reg ResultSrc, MemWrite, ALUSrcA, ALUSrcB, RegWrite, Rs1, 
  output wire RegSel,
  output reg [5:0] ALUControl,
  output reg [2:0] DataMemControl
  );
  reg [2:0] ALUOp;
  reg Branch;
  reg Jal;
  always @* begin
    if (op == 7'b0000011) begin                
      RegWrite  = 1;
      ALUSrcA   = 1;
      ALUSrcB   = 1;
      MemWrite  = 0;
      ResultSrc = 1;
      Branch    = 0; 
      Jal				= 0;
      ALUOp     = 3'd0;
    end else if (op == 7'b0010011) begin       
      RegWrite  = 1;
      ALUSrcA   = 1;
      ALUSrcB   = 1;
      MemWrite  = 0;
      ResultSrc = 0; 
      Branch    = 0; 
      Jal				= 0;
      ALUOp     = 3'd1;
    end else if (op[4:0] == 5'b10111) begin    
			RegWrite  = 1;
			ALUSrcA   = 0;
			ALUSrcB   = 1;
			MemWrite  = 0;
			ResultSrc = 0; 
			Branch    = 0; 
			Jal				= 0;
			ALUOp     = 3'd3;
    end else if (op == 7'b0100011) begin       
      RegWrite  = 0;
      ALUSrcA   = 1;
      ALUSrcB   = 1;
      MemWrite  = 1;
      Branch    = 0; 
      Jal				= 0;
      ALUOp     = 3'd4;
    end else if (op == 7'b0110011) begin       
      RegWrite  = 1;
      ALUSrcA   = 1;
      ALUSrcB   = 0;
      MemWrite  = 0;
      ResultSrc = 0;
      Branch    = 0;
      Jal				= 0; 
      ALUOp     = 3'd2;
    end else if (op == 7'b1100011) begin       
      RegWrite  = 0;
      ALUSrcA   = 1;
      ALUSrcB   = 0;
      MemWrite  = 0;
      Rs1				= 1;
      ResultSrc = 0;
      Branch    = 1; 
      Jal				= 0;
      ALUOp     = 3'd5;
    end else if (op == 7'b1100111) begin       
      RegWrite  = 1;
      Rs1				= 0;
      Jal				= 1;
    end else if (op == 7'b1101111) begin       
      RegWrite  = 1;
      Rs1				= 1;
      Jal				= 1;
    end else begin 
      RegWrite  = 0;
      ALUSrcA   = 1;
      ALUSrcB   = 0;
      MemWrite  = 0;
      ResultSrc = 0;
      Branch    = 0; 
      Jal				= 0;
      ALUOp     = 3'd0;
    end
  end
  assign RegSel = ~Jal;
  assign PCSrc = (Zero && Branch) || Jal;
  always @* begin
    if (ALUOp == 3'd0) begin 
      ALUControl = 6'd0;	 
    	if 			(funct3 == 3'd0)  DataMemControl = 3'd0; 	 
    	else if (funct3 == 3'd1)  DataMemControl = 3'd1; 	 
    	else if (funct3 == 3'd2)  DataMemControl = 3'd2; 	 
    	else if (funct3 == 3'd4)  DataMemControl = 3'd3; 	 
    	else if (funct3 == 3'd5)  DataMemControl = 3'd4; 	 
    	else 											DataMemControl = 3'd0;	
    end else if (ALUOp == 3'd1) begin
    	if      (funct3 == 3'b000) 										ALUControl = 6'd0;   
      else if (funct3 == 3'b001) 										ALUControl = 6'd5;   
      else if (funct3 == 3'b010)									  ALUControl = 6'd13;  
      else if (funct3 == 3'b011)										ALUControl = 6'd10;  
      else if (funct3 == 3'b100)										ALUControl = 6'd3;   
      else if (funct3 == 3'b101 & funct7 == 1'b0) 	ALUControl = 6'd6;   
      else if (funct3 == 3'b101 & funct7 == 1'b1) 	ALUControl = 6'd7;   
      else if (funct3 == 3'b110) 										ALUControl = 6'd4;   
      else if (funct3 == 3'b111) 										ALUControl = 6'd2;   
      else 																					ALUControl = 6'd0;
    end else if (ALUOp == 3'd3) begin
    	if (op[5] == 1) ALUControl = 6'd63;  
    	else					  ALUControl = 6'd0;  
    end else if (ALUOp == 3'd4) begin
    	ALUControl = 6'd0;																										
      if		  (funct3 == 3'd0) DataMemControl = 3'd5;	 
      else if (funct3 == 3'd1) DataMemControl = 3'd6;	 
      else if (funct3 == 3'd2) DataMemControl = 3'd7;	 
    end else if (ALUOp == 3'd2) begin 
      if      ({funct3,funct7} == 4'b0000) 	ALUControl = 6'd0;   
      else if ({funct3,funct7} == 4'b0001) 	ALUControl = 6'd1;   
      else if ({funct3,funct7} == 4'b0010) 	ALUControl = 6'd5;   
      else if ({funct3,funct7} == 4'b0100) 	ALUControl = 6'd13;  
      else if ({funct3,funct7} == 4'b0110) 	ALUControl = 6'd10;  
      else if ({funct3,funct7} == 4'b1000) 	ALUControl = 6'd3;   
      else if ({funct3,funct7} == 4'b1010) 	ALUControl = 6'd6;   
      else if ({funct3,funct7} == 4'b1011) 	ALUControl = 6'd7;   
      else if ({funct3,funct7} == 4'b1100) 	ALUControl = 6'd4;   
      else if ({funct3,funct7} == 4'b1110) 	ALUControl = 6'd2;   
      else 																	ALUControl = 6'd0;
    end else if (ALUOp == 3'd5) begin
    	if      (funct3 == 3'b000) 	ALUControl = 6'd8;   
 			else if (funct3 == 3'b001) 	ALUControl = 6'd11;	 
 			else if (funct3 == 3'b100)	ALUControl = 6'd13;	 
 			else if (funct3 == 3'b101)	ALUControl = 6'd14;	 
 			else if (funct3 == 3'b110)	ALUControl = 6'd10;	 
 			else if (funct3 == 3'b111) 	ALUControl = 6'd9;	 
 			else 												ALUControl = 6'd8;  	      
    end else ALUControl = 6'dX;
  end
endmodule
==> metrics.csv <==
stage;metric;value;unit
synthesis;topCombFamilyByArea;simple AND/OR/NAND/NOR gates;
final_timing;slew_headroom;0.611;
routing;drc_errors;0;
global_route;grt_usage;0.0487;
routing;diodes;0;
worst_setup_path;path_max_fanout;4;
synthesis;ys_sh_aoi;0.285;
worst_setup_path;path_class;input pin to primary output;
routing;wire_per_inst;11.0;um
synthesis;synthCells;106;
worst_setup_path;crit_chain;clkdlybuf4s15_2 -> and4b_1 -> buf_4 -> buf_4 -> clkdlybuf4s50_1;
routing;num_vias;951;
routing;drt-vias-per-instance;4.12;
finish;synthToLayoutAreaGrowth;77.0;%
run_status;status;complete, no violations;
synthesis;synth_cell_types;43;
floorplan;io_pins;29;
worst_setup_path;cp-start-kind;input pin;
hold_path;hold_path.class;input pin to primary output;
final_timing;untimed_endpoints;20;
worst_setup_path;crit_arrival;1.52;ns
placed_design;gp_congestion;0.877;
finish;fill_cells;638;
placed_design;pre_cts_slack;-0.734;ns
worst_setup_path;worstSetupEndpointType;primary output;
worst_setup_path;crit_path_max_incr_delay;0.45;ns
routing;drtPass1Iterations;4;
job;warnings;32;
floorplan;dieArea;0.00980;sq mm
synthesis;ys_area;782;sq um
worst_setup_path;cpMaxStageDelayCell;clkdlybuf4s50_1;
global_route;grt_pass1_vias;908;
floorplan;die_x;99;um
routing;ant_nets;0;
pwr;peakVddDrop;0.0542;mV
clock_network;cts-hold-fix-buffers;0;
final_timing;fin_ws;0.0816;ns
final_timing;unclocked_pins;12;
pwr;power_density;104;mW/mm^2
worst_setup_path;worstPathRequired;1.60;ns
global_route;antenna_found_initial;0;
floorplan;fp.dieH;99;um
final_timing;post-route-min-period;1.92;ns
routing;drtIter0Drc;66;
synthesis;synth.avg_cell_area;7.38;sq um
final_timing;worst_pin_slew;0.583;ns
pwr;p_leak;0.609;nW
synthesis;adder_share;0;
synthesis;synth.area.top_cells;dlxtn_1, nand2_1, o21ai_0, xnor2_1, a22oi_1;
final_timing;fmax;521;MHz
synthesis;synth_stat.cells;106;
job;maxCapViolations;0;
floorplan;core;0.00599;sq mm
synthesis;synth-xor-area-share;0.0336;
synthesis;synth-seq-cells;12;
global_route;grt-ovfl-total;0;
synthesis;mux_share;0.0256;
synthesis;yosys-top-cells-count;dlxtn_1, nand2_1, o21ai_0;
final_timing;slew_violations;0;
synthesis;synth.largest_area_cell;dlxtn_1;
worst_setup_path;crit_top_cell;buf_4;
final_timing;setup_viol;0;
placed_design;dp_hpwl;2030;um
final_timing;finalClockPeriodUsage;0.959;
synthesis;synth_area;782;sq um
routing;wl;2550;um
pwr;total_power;144;uW
synthesis;yosysTopAreaCellShare;0.230;
placed_design;port_buffers;29;
synthesis;flop_cell;dlxtn_1;
final_timing;hold_viol;0;
finish;layout-drive-gt1-share;0.372;
global_route;grt_pass1_wl;4240;um
synthesis;ys_sh_simple;0.323;
synthesis;synthArstFlopShare;0;
floorplan;num_rows;28;
synthesis;edf_count;0;
floorplan;initCoreUtil;0.131;
synthesis;ys_warn_count;1;
global_route;grt_max_degree;17;
==> per-layer routing <==
| metal | vias up | part of all wire | global-route usage |
|---|---|---|---|
| met5 | - | 0 | 0 |
| met4 | 0 | 0.0024 | 0 |
| met3 | 2 | 0.057 | 0.00916 |
| met2 | 29 | 0.44 | 0.0827 |
| met1 | 433 | 0.50 | 0.0663 |
| li1 | 487 | - | - |
==> critical path: cells and delay by family <==
family / cells / cell delay [ns]
simple gates: 1 / 0.23
buf+inv: 4 / 0.89
==> per-stage QoR <==
step                      hold WS, ns  instances  instance area, sq um  utilization   TNS, ns
after floorplan                 0.866        106                   782            -         0
after global placement           1.71        227                  1300        0.218     -4.36
after global routing             1.37        231                  1380        0.231  -0.00630
after CTS                        1.30        232                  1380        0.230         0
final                            1.33        231                  1380        0.231         0
after detailed placement         1.71        227                  1300        0.218     -4.31
==> kinds of logic (layout without fill, tap and decap cells) <==
kind of cell / count (synthesis) / in the layout
XOR/XNOR: 3 / 3
AND-OR/OR-AND: 31 / 31
latches: 12 / 12
multiplexers: 2 / 2
AND/OR/NAND/NOR: 43 / 43
buffers and inverters: 15 / 65
==> flip-flops by register name, indices dropped and copies added (netlist names) <==
register,cells
Branch,1
DataMemControl,3
MemWrite,1
ALUSrcA,1
ALUOp,3
ALUSrcB,1
ResultSrc,1
Rs1,1
==> timing repair <==
item | 4_1_cts | 5_1_grt
gates resized | 54 | 12
buffers inserted | 5 | 1
endpoints found under the setup margin | 9 | 4
pin swaps | 8 | 8
gates cloned | 0 | 0
==> area by class of cell <==
type	count	area, sq um	area share
tap	75	93.8	0.0678
timing repair buffer	59	482	0.348
sequential	12	180	0.130
multi-input combinational	79	606	0.438
inverter	6	22.5	0.0163
==> power by group <==
group          switching, mW  total, mW  internal [mW]
registers           0.000256    0.00360        0.00335
logic                 0.0636      0.141         0.0771
clock network              0          0              0
==> cell usage in the layout (no fill, tap or decap), drive strengths merged, types with 2 or more instances in the layout <==
| master | synthesis | layout |
|---|---|---|
| buf | 8 | 36 |
| dlxtn | 12 | 12 |
| nand2 | 12 | 12 |
| clkdlybuf4s50 | 0 | 11 |
| dlygate4sd2 | 0 | 8 |
| o21ai | 7 | 7 |
| inv | 6 | 6 |
| nor2 | 5 | 5 |
| a21oi | 4 | 4 |
| nand2b | 4 | 4 |
| nor3 | 4 | 4 |
| nand3 | 3 | 3 |
| o211ai | 3 | 3 |
| a22oi | 3 | 3 |
| xnor2 | 3 | 3 |
| nor2b | 2 | 2 |
| mux2i | 2 | 2 |
| a21o | 2 | 2 |
| a211o | 2 | 2 |
| and2 | 2 | 2 |
| clkdlybuf4s15 | 0 | 2 |
| clkbuf | 1 | 2 |
| o41ai | 2 | 2 |
| nor4b | 2 | 2 |
| nor3b | 2 | 2 |
| nor4 | 2 | 2 |
==> worst paths after layout <==
kind / slack, ns / to / from / cells after the start
setup / recovery: 0.08 / ALUControl[4] / op[5] / 5
hold / removal: 1.33 / RegWrite / op[3] / 4
No activity file was given, so power comes from the tool's default toggle rates.
