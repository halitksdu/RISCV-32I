**design/flow/design.v**
```verilog
module ALU(
    input [31:0] A,
    input [31:0] B,
    input [5:0] op,
    output Zero,
    output reg [31:0] out);
    wire arith_op;
    wire [1:0] logic_op;
    wire [1:0] shifter_op;
    wire [2:0] cmp_op;
    wire [1:0] unit_sel;
    FunctionControl Control(op, arith_op, logic_op,shifter_op,cmp_op,unit_sel);
    wire [31:0] out_arith;
    ArithmeticUnit  Arith(A, B, arith_op, out_arith);
    wire [31:0] out_logic;
    LogicUnit       Logic( A, B, logic_op, out_logic);
    wire [31:0] out_shifter;
    ShifterUnit     Shift(A, B, shifter_op, out_shifter);
    wire [31:0] out_comp;
    ComparisonUnit  Comparision( A, B, cmp_op, out_comp);
    always @(*) begin
        case(unit_sel) 
            2'b00: begin
                out = out_arith;
            end
            2'b01: begin
                out = out_logic;
            end
            2'b10: begin
                out = out_shifter;
            end
            2'b11: begin
                out = out_comp;
            end
        endcase
    end
    assign Zero = (out_comp == 32'd1) ? 1'b1 : 1'b0;
endmodule
module FunctionControl(
    input [5:0] op,
    output reg arith_op, 
    output reg [1:0] logic_op,
    output reg [1:0] shifter_op,
    output reg [2:0] cmp_op,
    output reg [1:0] unit_sel);
    parameter ADD = 6'd0;
    parameter SUB = 6'd1;
    parameter AND = 6'd2;
    parameter XOR = 6'd3;
    parameter OR  = 6'd4;
    parameter SLL = 6'd5;      
    parameter SRL = 6'd6;      
    parameter SRA = 6'd7;      
    parameter EQ  = 6'd8;      
    parameter GRTU= 6'd9;      
    parameter GRT = 6'd14;		 
    parameter SLTU= 6'd10;     
    parameter SLT = 6'd13;     
    parameter NEQ = 6'd11;     
    parameter GR  = 6'd12;     
    parameter EMP = 6'd63;		 
    reg [23:0] alu_op_string;
    always@(*) begin
    	case(op)
    		ADD : alu_op_string = "ADD";
    	endcase
    end
    always @(*) begin
        case(op) 
            ADD: begin
                unit_sel = 2'd0;                
                arith_op = 1'b0;                
            end 
            SUB: begin
                unit_sel = 2'd0;
                arith_op = 1'b1;
            end
            AND: begin
                unit_sel = 2'd1;
                logic_op = 2'd0;
            end 
            XOR: begin
                unit_sel = 2'd1;
                logic_op = 2'd1;
            end
            OR: begin
                unit_sel = 2'd1;
                logic_op = 2'd2;
            end 
            SLL: begin
                unit_sel = 2'd2;
                shifter_op = 2'd0;
            end
            SRL: begin
                unit_sel = 2'd2;
                shifter_op = 2'd1;
            end 
            SRA: begin
                unit_sel = 2'd2;
                shifter_op = 2'd2;
            end
            EQ: begin
                unit_sel = 2'd3;
                cmp_op = 3'd0;
            end 
            GRTU: begin
                unit_sel = 2'd3;
                cmp_op = 3'd1;
            end
            GRT: begin
            		unit_sel = 2'd3;
                cmp_op = 3'd6;
            end
            SLTU: begin
                unit_sel = 2'd3;
                cmp_op = 3'd2;
            end 
            SLT: begin
                unit_sel = 2'd3; 
                cmp_op = 3'd5;   
            end
            NEQ: begin
                unit_sel = 2'd3;
                cmp_op = 3'd3;
            end
            GR: begin
                unit_sel = 2'd3;
                cmp_op = 3'd4;
            end
            EMP: begin
            		unit_sel = 2'd1;
                logic_op = 2'd3;
            end
            default: begin
                arith_op = 0;
                logic_op = 0;
                shifter_op = 0;
                cmp_op = 0;
                unit_sel = 0;
            end
        endcase
    end
endmodule
module ArithmeticUnit(
    input [31:0] A,
    input [31:0] B,
    input arith_op,
    output [31:0] out );
    toplayici arithmetic(A, B, arith_op, out);
endmodule
module toplayici(
    input [31:0]  A_i,
    input [31:0]  B_i,
    input         Sel_i,    
    output [31:0] Sum_o);
    wire [31:0] B_xor;
    wire [31:0] Carry;
    genvar i;
    generate for(i=0; i < 32; i = i+1) begin
        assign B_xor[i] = B_i[i] ^ Sel_i;
        if(i==0) 
            full_adder f(A_i[0],B_xor[0], Sel_i, Sum_o[0], Carry[0]); 
        else begin
            full_adder f(A_i[i], B_xor[i], Carry[i-1], Sum_o[i], Carry[i]); end  
    end endgenerate
endmodule
module full_adder(
           input wire A,
           input wire B, 
           input wire Cin,
           output wire Sout,
           output wire Cout );
    wire w1,w2,w3;
    xor  (w1,A,B);
    and  (w2,w1,Cin); 
    and  (w3,A,B);
    xor  (Sout,w1,Cin);
    or   (Cout,w2,w3);
endmodule
module LogicUnit(
    input [31:0] A,
    input [31:0] B,
    input [1:0] logic_op,
    output reg [31:0] out );
    always @(logic_op,A,B) begin 
      if (logic_op == 2'b00) begin  				 
        out = A&B;
      end else if (logic_op == 2'b01) begin  
        out = A^B;
      end else if (logic_op == 2'b10) begin  
        out = A|B;
      end else begin												 
      	out = B;
      end
    end  
endmodule
module ShifterUnit(
    input [31:0] A,
    input [31:0] B,
    input [1:0] shifter_op,
    output reg [31:0] out );
    reg [31:0] shifter_leftlog;
    always @(A,B,shifter_op) begin
        shifter_leftlog = (B[0])? {A[30:0],1'b0} 								: A;                               
        shifter_leftlog = (B[1])? {shifter_leftlog[29:0],2'b0}  : shifter_leftlog; 
        shifter_leftlog = (B[2])? {shifter_leftlog[27:0],4'b0}  : shifter_leftlog; 
        shifter_leftlog = (B[3])? {shifter_leftlog[23:0],8'b0}  : shifter_leftlog; 
        shifter_leftlog = (B[4])? {shifter_leftlog[15:0],16'b0} : shifter_leftlog;
    end 
    reg [31:0] shifter_rightlog;
    always @(A,B,shifter_op) begin
        shifter_rightlog = (B[0])? {1'b0,A[31:1]} 								  : A;                                  
        shifter_rightlog = (B[1])? {2'b0, shifter_rightlog[31:2]}	  : shifter_rightlog;           
        shifter_rightlog = (B[2])? {4'b0, shifter_rightlog[31:4]} 	: shifter_rightlog;        
        shifter_rightlog = (B[3])? {8'b0, shifter_rightlog[31:8]} 	: shifter_rightlog;      
        shifter_rightlog = (B[4])? {16'b0,shifter_rightlog[31:16]}	: shifter_rightlog;    
    end
    reg [31:0] shifter_rightArit;
    always @(A,B,shifter_op) begin
        shifter_rightArit = (B[0])? {A[31],A[31:1]} : A;  
        shifter_rightArit = (B[1])? {{2{A[31]}},shifter_rightArit[31:2]} : shifter_rightArit;      
        shifter_rightArit = (B[2])? {{4{A[31]}},shifter_rightArit[31:4]} : shifter_rightArit;   
        shifter_rightArit = (B[3])? {{8{A[31]}},shifter_rightArit[31:8]} : shifter_rightArit; 
        shifter_rightArit = (B[4])? {{16{A[31]}},shifter_rightArit[31:16]}: shifter_rightArit;
    end
    always @(A,B,shifter_op) begin
        if (shifter_op == 2'd0) begin            
            out = shifter_leftlog;
        end else if (shifter_op == 2'd1) begin   
            out = shifter_rightlog;
        end else if (shifter_op == 2'd2) begin   
            out = shifter_rightArit;
        end else begin
            out = 32'd0;
        end
    end   
endmodule
module ComparisonUnit(
    input [31:0] A,
    input [31:0] B,
    input [2:0] cmp_op,
    output reg [31:0] out  );
    wire equal;
    wire greatThan;
    assign equal = (A==B)     ? 1'b1 : 1'b0;
    assign greatThan = (A>=B) ? 1'b1 : 1'b0;
    always @(A,B,cmp_op) begin
        if(cmp_op == 3'd0) begin               
            out = {31'd0,equal};
        end else if (cmp_op == 3'd1) begin    
            out = {31'd0,greatThan};
        end else if (cmp_op == 3'd2) begin    
            out = {31'd0,(!greatThan)};
        end else if (cmp_op == 3'd3) begin    
            out = {31'd0,!equal};
        end else if(cmp_op == 3'd4) begin    
            out = {31'd0,(greatThan && !equal)};
        end else if(cmp_op == 3'd5) begin    
            out = {31'd0, $signed(A) < $signed(B)};
        end else if(cmp_op == 3'd6) begin 	 
            out = {31'd0, $signed(A) >= $signed(B)};
        end else begin
        		out = 32'd0;
        end
    end
endmodule
```
**design/flow/run.sh**
```bash
#!/bin/bash
# OpenROAD 26Q1-2900-gdf79404cd8, Yosys 0.63+post, stock flow scripts
make -C /OpenROAD-flow-scripts/flow DESIGN_CONFIG=/design/flow/config.mk WORK_HOME=/design/flow/orfs finish
```
**design/flow/config.mk**
```make
export PLATFORM = sky130hd
export DESIGN_NAME = ALU
export DESIGN_NICKNAME = ALU
export VERILOG_FILES = /design/flow/design.v
export SDC_FILE = /design/flow/constraint.sdc
export NUM_CORES = 4
export LEC_CHECK = 1
export CORE_UTILIZATION = 50
```
**design/flow/constraint.sdc**
```tcl
current_design ALU

set clk_period 15.4
set clk_io_pct 0.2

create_clock -name clk0 -period $clk_period

set non_clock_inputs [all_inputs -no_clocks]
set_input_delay [expr $clk_period * $clk_io_pct] -clock clk0 $non_clock_inputs
set_output_delay [expr $clk_period * $clk_io_pct] -clock clk0 [all_outputs]
```
==> Changelog: implementation <==
### Changed

* CP arrival at 14,990 ps
* Final Util at 59.1%
* Post-route cell area at 0.00987 mm²
* Fin crit share at 117%
* Leak Pwr at 0.00408 µW
* Die area at 0.0177 mm²
* Ys flops at 8
* Final HPWL DP at 23.7 mm
* ANT cells at 0
* Area of placed instances at 0.00986 mm²
* Core Box Area at 0.0167 mm²
* Yosys stat cell total at 1,069
* Mapped Area at 0.00859 mm²
* DR WL/cell at 22.8 µm
* Overall Global Routing Usage at 37.9%
* RD Place Congestion at 1.01
* Relative slew margins at 43.8%
* Max-Cap Viols at 0
* Worst setup margin at -2670 ps
* Largest area contributor in the netlist: mux4_2
* Top Layout Cells: nor2_1 (151), inv_1 (112), ha_1 (97)
* Cell variety after synth at 64
* Vias in the first global route at 8,324
* Slowest library cell on the worst path: clkdlybuf4s50_1
* 1st-iter DRT viols at 646
* Critical Path Max Stage Delay at 540 ps
* Routed vias/inst at 6.38
* Critical path's most frequent cell: fa_2
* Core Rows at 47
* Fillers at 1,609
* Largest net degree at the start of global routing at 78
* Share of cells above drive strength 1 at 18.4%
* Top Ports at 103
* Endpoints left unconstrained at 8
* Slew at the pin with the worst max-slew slack at 842 ps
* Setup TNS at -13,490 ps
* Die W at 133 µm
* Count of library flops with an enable pin at 0
* Hold Path Class: in2out
* Initial DRT Pass Iterations at 5
* Yosys chip area at 0.00859 mm²
* RSZ-0062 raised after global routing: yes
* Fmax at 55.3 MHz
* FP Core Util at 51.4%
* Logic area at 0.00769 mm²
* Synth warn at 5
* Maximum VDD drop at 0.0199 mV
* Register pins left without a clock at 8
* Max-slew violations at 0
* Status: complete, but fails checks
* Final Hold Viols at 0
* Die height at 133 µm
* # port buffers at 103
* Dominant cell area share at 18.1%
* Critical path endpoint category: output port
* Routed Antenna Nets at 0
* Period minus WS final at 18,070 ps
* Syn_area_per_cell at 8.04 µm²
* Post-synth top flop: dlxtn_1
* CP startpoint kind: input pin
* Failing checks: setup timing
* Post-synth ARST share at 0%
* Final setup fails at 9
* Worst Path Buf+Inv at 3
* Initial antenna violation count at 0
* Most instantiated logic cell after routing: nor2_1
* Critical path peak fanout at 2
* Area Overhead vs Synth at 14.9%
* OpenROAD warning count at 101
* Top area cell types: mux4_2 (18%), ha_1 (14%), fa_1 (7.0%), nor2_1 (6.6%), mux2i_1 (5.6%)
* DR vias at 8,622
* CP Class: in2out
* First-pass GRT wire length at 48.9 mm
* Syn Inst Count at 1,069
* Grt ovf at 0
* Drt total wl at 30.9 mm
* Post-route DRC at 0
* Setup Buffers After CTS at 0
* Crit path required time at 12,320 ps
* Largest delay share family, worst path: adder cells
* Power density over cell area at 32.9 mW/mm²
* Register area at 124 µm²
[per-stage QoR]
stage               hold slack [ps]  total power, µW  cells  setup slack, ps
detailed placement             7120              321   1352            -3470
global placement               7110              320   1352            -3470
finish                         7120              324   1352            -2670
floorplan                      6390              190   1069            -2680
global route                   7160              356   1352            -2990
CTS                            7120              322   1352            -2710
[final cells by class]
type                       count  area share, %
multi-input combinational    855           77.9
timing repair buffer         154           13.7
inverter                     115           4.37
tap                          220           2.79
sequential                     8           1.26
[worst paths after layout]
check  depth (start not counted)  endpoint  slack (ps)  from
max                           35   out[31]       -2670  A[2]
min                            5    out[1]        7120  B[1]
[Yosys cell counts (all sizes together) (2+ instances only)]
library cell  instances
a2111oi               2
a211o                 3
a211oi               10
a21boi                4
a21o                  4
a21oi                74
a221o                 2
a221oi               15
a22oi                16
a31oi                 6
and2                  6
and3                  4
buf                  43
clkbuf               48
dlxtn                 8
fa                   30
ha                   97
inv                 114
mux2                 12
mux2i                48
mux4                 79
nand2                46
nand2b                6
nand3                19
nand4                 5
nor2                152
nor2b                 9
nor3                 22
nor4                  9
o211ai               13
o21a                  3
o21ai                69
o21bai                2
o221a                 2
o221ai               12
o22ai                13
o311a                 2
o31ai                 5
o32ai                 5
or2                   3
or3                   3
xnor2                32
[registers in the layout, summed over array words and instances, names as in the netlist]
name and count:
Control.shifter_op 2, Control.cmp_op 3, Control.arith_op 1, Control.logic_op 2
[where the power goes]
part	internal, µW	switching (µW)
sequential	1.25	0.235
combinational	152	171
clock	0	0
[kinds of logic (layout without fill, tap and decap cells)]
| group | after synthesis | after routing | synth area share, % |
|---|---|---|---|
| AOI/OAI and AO/OA | 268 | 268 | 20.0 |
| and+or+nand+nor | 288 | 288 | 15.2 |
| latches | 8 | 8 | 1.40 |
| xor gates and xnor gates | 33 | 33 | 3.36 |
| adders and majority gates | 127 | 127 | 21.1 |
| buffers and inverters | 206 | 269 | 10.7 |
| muxes | 139 | 139 | 28.3 |
[layer usage]
metal  track usage [%]  part of all wire [%]  wire length (µm)  up-vias
met2              55.2                    45             13800      381
met5                 0                     0                 0        -
li1                  -                     -                 -     4000
met1              57.8                    42             13100     4173
met3              10.0                   9.7              3000       68
met4              9.45                   3.1               970        0
[repair_timing]
action,CTS,global route
pin swaps,4,4
gates resized,40,5
hold buffers,0,0
setup endpoints to repair,11,11
No activity file was given, so power comes from the tool's default toggle rates.
